File: flow/design.v
module async_fifo
#(
	parameter DEPTH = 16,
			  DATA_WIDTH = 8
)
(
	input wr_clk,
	input rd_clk,
	input rst,
	input [DATA_WIDTH-1:0] wr_data,
	input wr_en,
	input rd_en,
	output full,
	output empty,
	output [DATA_WIDTH-1:0] rd_data
);
	localparam ADDR_WIDTH = ($clog2(DEPTH)+1);
	wire [ADDR_WIDTH-1:0] wr_ptr_bin;
	wire [ADDR_WIDTH-1:0] wr_ptr_gray;
	wire [ADDR_WIDTH-1:0] rd_ptr_bin;
	wire [ADDR_WIDTH-1:0] rd_ptr_gray;	
	wire [ADDR_WIDTH-1:0] 	rd_ptr_gray_sync_out;
	wire [ADDR_WIDTH-1:0] 	wr_ptr_gray_sync_out;
	bin_to_gray #(.DATA_WIDTH(ADDR_WIDTH))
				wr_ptr_bin_to_gray 
				(
				.bin_in    (wr_ptr_bin)  ,
				.gray_out  (wr_ptr_gray)
				);
	bin_to_gray #(.DATA_WIDTH(ADDR_WIDTH))
				rd_ptr_bin_to_gray 
				(
				.bin_in    (rd_ptr_bin)  ,
				.gray_out  (rd_ptr_gray)
				);	
	two_flop_sync #(.DATA_WIDTH(ADDR_WIDTH))
					two_flop_sync_full 
					(
					  .clk       (rd_clk     ),
					  .rst       (rst     ),
					  .data_in   (rd_ptr_gray ),
					  .data_out  (rd_ptr_gray_sync_out)									  
					 );	
	full_logic #(.DATA_WIDTH(ADDR_WIDTH))
					full_logic_inst 
					(
					.wr_gray_in     (wr_ptr_gray),
					.rd_gray_out    (rd_ptr_gray_sync_out),
					.full           (full)
					);
	two_flop_sync #(.DATA_WIDTH(ADDR_WIDTH))
					two_flop_sync_empty 
					(
					  .clk       (wr_clk     ),
					  .rst       (rst     ),
					  .data_in   (wr_ptr_gray ),
					  .data_out  (wr_ptr_gray_sync_out)									  
					 );	
	empty_logic #(.DATA_WIDTH(ADDR_WIDTH))
				empty_logic_inst
				(
				.rd_gray_in  (rd_ptr_gray),
				.wr_gray_out (wr_ptr_gray_sync_out),
				.empty       (empty)
				);
	memory #(
			.DEPTH(DEPTH),
			.DATA_WIDTH(DATA_WIDTH)
			) 
			memory_inst 
			(
			.wr_clk	  (wr_clk),
	        .rd_clk   (rd_clk),
	        .rst      (rst),
	        .rd_en    (rd_en),
	        .wr_en    (wr_en),
	        .wr_data  (wr_data),
	        .rd_data  (rd_data),
			.wr_ptr  (wr_ptr_bin),
			.rd_ptr  (rd_ptr_bin)
	);
endmodule
module bin_to_gray
#(
	parameter DATA_WIDTH = 4
)
(
	input [DATA_WIDTH-1:0]  bin_in,
	output [DATA_WIDTH-1:0] gray_out
);
    reg [DATA_WIDTH-1:0] gray_out_temp;
	always_comb begin
		for(int i=DATA_WIDTH-2; i>=0; i--)
			gray_out_temp[i] = bin_in[i+1] ^ bin_in[i];	 
	end
	always_comb
	 gray_out_temp[DATA_WIDTH-1] = bin_in[DATA_WIDTH-1];	 
	assign gray_out = gray_out_temp;
endmodule
module empty_logic 
#(
	parameter DATA_WIDTH = 8
)
(
	input [DATA_WIDTH-1:0] rd_gray_in,	 
	input [DATA_WIDTH-1:0] wr_gray_out,	 
	output empty 
);
	assign empty = (rd_gray_in == wr_gray_out) ? 1'b1 : 1'b0;
endmodule
module full_logic 
#(
	parameter DATA_WIDTH = 8
)
(
	input [DATA_WIDTH-1:0] wr_gray_in,	 
	input [DATA_WIDTH-1:0] rd_gray_out,	 
	output full 
);
	assign full = (
					( wr_gray_in[DATA_WIDTH-1] != rd_gray_out[DATA_WIDTH-1]) && 
					( wr_gray_in[DATA_WIDTH-2] != rd_gray_out[DATA_WIDTH-2]) &&
					( wr_gray_in[DATA_WIDTH-3:0] == rd_gray_out[DATA_WIDTH-3:0])
				  ) ? 1'b1 : 1'b0;
endmodule
module memory 
#(
	parameter DEPTH = 16,
			  DATA_WIDTH = 8,
			  ADDR_WIDTH = ($clog2(DEPTH)+1)			  
)
(
	input wr_clk,
	input rd_clk,
	input rst,
	input rd_en,
	input wr_en,
	input [DATA_WIDTH-1:0] wr_data,
	output reg [DATA_WIDTH-1:0] rd_data,
	output [ADDR_WIDTH-1:0] wr_ptr,
	output [ADDR_WIDTH-1:0] rd_ptr
);
	reg [ADDR_WIDTH-1:0] wr_addr;
	reg [ADDR_WIDTH-1:0] rd_addr;
	reg [DATA_WIDTH-1:0] mem [DEPTH-1:0];
	integer i;
	always @(posedge wr_clk) begin
		if(rst) begin
			for(i=0; i<=DEPTH-1; i++) begin
				mem[i] <= 'b0;
			end
			wr_addr <= 'd0;
		end
		else if(wr_en) begin
			mem[wr_addr] <= wr_data;
			wr_addr <= wr_addr + 1'b1;
		end
	end
	always @(posedge rd_clk) begin
		if(rst) begin 
		    rd_addr <= 'd0;
			rd_data <= 'b0;
		end
		else if(rd_en) begin
			rd_data <= mem[rd_addr];
			rd_addr <= rd_addr + 1'b1;
		end
	end
	assign wr_ptr = wr_addr;
	assign rd_ptr = rd_addr;
endmodule
module two_flop_sync
#(
	parameter DATA_WIDTH = 4
)
(
	input logic clk,
	input logic rst,
	input logic [DATA_WIDTH-1:0] data_in,	 
	output logic [DATA_WIDTH-1:0] data_out
);
	logic [DATA_WIDTH-1:0] temp;
	always_ff @(posedge clk) begin
		if(rst) begin
		temp <= 0;
			data_out <= 'd0;
		end
		else begin
			temp     <= data_in;
			data_out <= temp;
		end
	end
endmodule
File: flow/constraint.sdc
current_design async_fifo

set clk_period 4.4
set clk_io_pct 0.2

create_clock -name clk0 -period $clk_period [get_ports {rd_clk}]
create_clock -name clk1 -period $clk_period [get_ports {wr_clk}]

set non_clock_inputs [all_inputs -no_clocks]
set_input_delay [expr $clk_period * $clk_io_pct] -clock clk0 $non_clock_inputs
set_output_delay [expr $clk_period * $clk_io_pct] -clock clk0 [all_outputs]
File: flow/run.sh
#!/bin/bash
# OpenROAD 26Q1-2900-gdf79404cd8, Yosys 0.63+post, stock flow scripts
make -C /OpenROAD-flow-scripts/flow DESIGN_CONFIG=/design/flow/config.mk WORK_HOME=/design/flow/orfs finish
File: flow/config.mk
export PLATFORM = sky130hd
export DESIGN_NAME = async_fifo
export DESIGN_NICKNAME = async_fifo
export VERILOG_FILES = /design/flow/design.v
export SDC_FILE = /design/flow/constraint.sdc
export NUM_CORES = 4
export LEC_CHECK = 1
export CORE_UTILIZATION = 50
==> notes.md <==
On the backend side, the flow ran end to end.

The number of distinct library cells after synthesis stands at 26. The aggregate global-route resource usage stands at 24.1%. TritonRoute output was used to compute an average wire per cell of 19.5 µm. According to the CTS report, the clock sink count is 166. The critical path endpoint has a required time of 3.52 ns. STA classifies the critical path endpoint as an output port.

Before placement the cells fill 51.2% of the core. The wire length recorded after detailed routing is 15,600 µm. By area the synthesized netlist is led by edfxtp_1 (52%), and2_1 (11%), dfxtp_1 (10%), mux2i_1 (8.9%), a22oi_1 (2.4%).

The detailed router finished its first iteration with 223 violations. The clock transition at the registers of the reported paths stands at 0.06 ns. The area recorded from the Yosys report for this design is 7440 µm².

Across all stage logs, warnings added up to 33. Per the post-synthesis report, the number of cells in the design is 588. The worst-case max-slew headroom was logged as 43.7%. The first global-routing pass estimated 24,100 µm of wire.

The area enclosed by the die boundary stands at 15,400 µm². The y dimension of the die stands at 124 µm. The synthesized netlist occupies a cell area of 7440 µm². The final report lists the setup-violating endpoint count as 0.

Total power normalized to cell area comes to 438 nW/µm². The script parses the final routing iteration and logs DRC violations as 0. The worst-case vdd ir drop stands at 302 µV. The synthesized design spends more area on one cell type than any other, namely edfxtp_1. The first detailed-routing pass ran for 4 iterations. The residual overflow from global routing stands at 0.

Counting flops with a built-in enable in the synthesized netlist gives 128. The final route contains 4,247 vias. During synthesis, Yosys emitted a total of 3 warnings.

The count of buffers inserted at the top-level ports stands at 21. The final antenna-violating net count stands at 0. Per the detail_route report, vias per standard cell equal 5.30. The via count of the first global-routing pass came to 4,354. At the pin with the least slew margin, the transition time is 0.845 ns. The maximum fanout encountered on the critical timing path stands at 6. The critical path data arrival time stands at 2.38 ns.

In the synthesized netlist, the cells that appear most often are and2_1 (129), edfxtp_1 (128), mux2i_1 (66). In the final report, the number of pins over their slew limit comes to 0. Looking at the cell usage after synthesis, the top flip-flop cell is edfxtp_1. By startpoint and endpoint, the worst setup path is classified as reg2out. The initial antenna violation count is 0. The post-CTS repair timing setup buffer count stands at 0. Entering global routing, the biggest net connects 50 pins. The share of async-settable or async-resettable flops after synthesis stands at 0%. The yosys cell count stands at 588. The post-layout instance area stands at 8460 µm².

The HPWL reported at the end of detailed placement stands at 10,700 µm. The flow ran to the end, and the final reports show no timing, DRC or antenna violations. From synthesis to final layout, the design area changed by 13.7%. The worst setup path is launched from a flop. Setup slack closes at 1.14 ns.

The total power of the final layout stands at 3.71 mW. For the final database, setup skew stands at 0.00560 ns. Measured along the x axis, the die boundary spans 124 µm.

The leakage component of the power stands at 3.12 nW. Per the post-synthesis stats, the area per cell is 12.7 µm². The placed instance area stands at 7760 µm². The register bit count reported by yosys stands at 166. After synthesis, the largest area contributor takes up 51.6% of total cell area. The post-placement worst setup slack stands at 1.45 ns. The share of synthesized area occupied by flip-flops and latches stands at 61.9%. Setup repair after global routing left no endpoint under its margin.

In this run the worst hold path is classified as reg2reg. For reference, the final report shows the hold violation count at 0. The number of resized instances in the post-cts repair step stands at 0. Per the run summary, max-cap violations total 0. The most common cell in the synthesized netlist is and2_1. The count of hold-fix buffers inserted at cts stands at 0. The placement row count stands at 44. The fraction of layout cells with a size suffix above 1 stands at 8.74%. The total area inside the core boundary comes to 14,500 µm².

The last weighted congestion value of the routability-driven placer stands at 0.877. The floorplan report gives the top-level pin count as 23. The setup TNS stands at 0 ns. The antenna diode count stands at 0.

TritonCTS built the clock tree.
==> worst max-delay path, cell delays in order, from the launching register on <==
cell	delay, ns
dfxtp_1	0.43
inv_1	0.10
ha_1	0.35
xor2_1	0.17
a2111oi_0	0.39
clkdlybuf4s50_1	0.54
==> stage by stage <==
| step | hold WS [ns] | utilization [%] | instances |
|---|---|---|---|
| floorplan | 0.402 | - | 588 |
| global placement | 0.440 | 53.4 | 767 |
| detailed placement | 0.425 | 53.4 | 767 |
| CTS | 0.453 | 58.2 | 802 |
| global route | 0.463 | 58.2 | 802 |
| finish | 0.446 | 58.2 | 802 |
==> worst paths after layout <==
path                                                                   end  depth (start not counted)                                   start  slack (ns)
worst max-delay path                                                  full                          5     memory_inst.wr_addr[0]$_SDFFE_PP0P_        1.14
worst min-delay path             two_flop_sync_full.data_out[3]$_SDFF_PP0_                          1   two_flop_sync_full.temp[3]$_SDFF_PP0_        0.45
worst max register to register         memory_inst.rd_data[3]$_SDFFE_PP0P_                          5     memory_inst.rd_addr[2]$_SDFFE_PP0P_        2.16
worst min register to register   two_flop_sync_full.data_out[3]$_SDFF_PP0_                          1   two_flop_sync_full.temp[3]$_SDFF_PP0_        0.45
max in group clk1                     memory_inst.mem[10][5]$_SDFFCE_PN0P_                          4                                   wr_en        1.92
min in group clk1               two_flop_sync_empty.data_out[4]$_SDFF_PP0_                          1  two_flop_sync_empty.temp[4]$_SDFF_PP0_        0.45
==> routing by layer <==
metal | up-vias | global-route usage [%] | share of wire [%]
met5 | - | 1.39 | 0
met4 | 0 | 4.91 | 2.6
met3 | 24 | 11.5 | 9.6
met2 | 140 | 32.7 | 42
met1 | 1996 | 38.2 | 45
li1 | 2087 | - | -
==> cell type report <==
cell class | instances | area [µm²]
Timing Repair Buffer | 26 | 243
Tap cell | 184 | 230
Fill cell | 1187 | 6070
Multi-Input combinational cell | 387 | 2660
Clock inverter | 12 | 193
Clock buffer | 23 | 512
Sequential cell | 166 | 4610
Inverter | 4 | 15.0
==> cell families after synthesis <==
family	Yosys count	share of synthesized area [%]
AND/OR/NAND/NOR	256	19.3
buffers and inverters	35	2.35
multiplexers	66	8.88
XOR/XNOR	18	2.12
flip-flops	166	61.9
AND-OR/OR-AND	34	3.28
adder cells (fa/ha/maj)	13	2.19
==> cells in the final DEF (no fill, tap or decap), types with 4 or more instances in the layout <==
master,n
ha_1,13
clkbuf_16,20
a21oi_1,8
mux2i_1,66
xor2_1,12
a22oi_1,24
and2_1,129
nand3_1,29
nor2_1,31
bufinv_16,5
inv_1,4
buf_4,5
dfxtp_1,37
clkdlybuf4s50_1,20
nand2_1,23
or2_2,15
xnor2_1,6
nor2b_1,20
edfxtp_1,128
nand2b_1,5
==> power by group <==
part	switching (mW)	leakage [nW]	internal, mW	total [mW]
Combinational	0.126	1.15	0.0854	0.211
Clock	0.596	0.340	1.12	1.72
Sequential	0.0283	1.63	1.75	1.78
==> sequential cells by signal, indices dropped and copies added (netlist names) <==
signal                        cells
memory_inst.rd_addr               5
two_flop_sync_full.data_out       5
two_flop_sync_full.temp           5
memory_inst.mem                 128
memory_inst.wr_addr               5
memory_inst.rd_data               8
two_flop_sync_empty.temp          5
two_flop_sync_empty.data_out      5
Power and IR drop assume default switching activity.
